<file path="design/flow/run.sh">
#!/bin/bash
# OpenROAD 26Q1-2900-gdf79404cd8, Yosys 0.63+post, stock flow scripts
make -C /OpenROAD-flow-scripts/flow DESIGN_CONFIG=/design/flow/config.mk WORK_HOME=/design/flow/orfs finish
</file>
<file path="design/flow/config.mk">
export PLATFORM = sky130hd
export DESIGN_NAME = cordic_2taylor
export DESIGN_NICKNAME = cordic_2taylor
export VERILOG_FILES = /design/flow/design.v
export SDC_FILE = /design/flow/constraint.sdc
export NUM_CORES = 4
export LEC_CHECK = 1
export CORE_UTILIZATION = 30
</file>
<file path="design/flow/constraint.sdc">
current_design cordic_2taylor

set clk_period 11.0
set clk_io_pct 0.2

create_clock -name clk0 -period $clk_period [get_ports {clk}]

set non_clock_inputs [all_inputs -no_clocks]
set_input_delay [expr $clk_period * $clk_io_pct] -clock clk0 $non_clock_inputs
set_output_delay [expr $clk_period * $clk_io_pct] -clock clk0 [all_outputs]
</file>
<file path="design/flow/design.v">
`timescale 1ns / 100ps
module cordic_2taylor (
input clk,
input reset,
input signed [15:0] ang,
input signed [15:0] xin,
input signed [15:0] yin,
output signed [15:0] Xout,
output signed [15:0] Yout);
wire signed [15:0] x1, y1, theta1;           
wire signed [15:0] x2, y2, theta2;           
wire signed [15:0] x3, y3, theta3;           
    stage_1 S1(xin,yin,ang,clk,reset,x1,y1,theta1);
    stage_23 S2(x1,y1,theta1,clk,reset,x2,y2,theta2);
    stage_45 S3(x2,y2,theta2,clk,reset,x3,y3,theta3);
    last_stage S4(x3,y3,theta3,clk,reset,Xout,Yout);
endmodule
module cos_h(
    input signed [15:0] r,
    output signed [15:0] r_o
    );
    wire signed [15:0] a,b,c,d;
  assign a = r + (r >>> 2);
  assign b = r + (a >>> 2);
  assign c = b >>> 9;
  assign d = r + (r >>> 3);
  assign r_o = c+d;
endmodule
module cosh_23(
    input signed [15:0] ri,
    input sel,
    output signed [15:0] ro
    );
    wire signed [15:0] a,b,c,d;
    assign a = ri >>>7;
    assign b = (ri >>> 8)+ ri;
    assign c = b >>> 5;
    assign d = sel? c:b;
    assign ro = d + ri;
endmodule
module cosh_45(
    input signed [15:0] rin,
    input s,
    output signed [15:0] rout    
    );
    wire signed [15:0] a,b,c;
    assign a = rin >>> 11;
    assign b = rin >>> 9;
    assign c = s? b:a;
    assign rout = rin + c;
endmodule
module last_stage(
    input signed [15:0] x3,
    input signed [15:0] y3,
    input signed [15:0] ang3,
    input clk,
    input reset,
    output reg signed [15:0] xf,
    output reg signed [15:0] yf
    );
    wire signed [15:0] abs_theta,w1,w2,w3,w4,w5,w6;
    assign abs_theta = ang3[15] ? (~ang3 + 1'b1) : ang3;
    wire [3:0] k;
    assign k = abs_theta[15:12] + abs_theta[11];
    assign w1 = y3 >>> 9;
    assign w2 = x3 >>> 9;
    assign w3 = k*w1;
    assign w4 = k*w2;
    always @(posedge clk, posedge reset)
    begin
       if (reset)
         begin
         xf <= 16'b0000000000000000;
         yf <= 16'b0000000000000000;
         end
       else 
          begin
               if (ang3[15])
                 begin
                 xf <= x3 + w3;
                 yf <= y3 + w4;
                 end
               else 
                 begin
                 xf <= x3 - w3;
                 yf <= y3 - w4;
                 end
          end
    end
endmodule
module sin_h(
    input signed [15:0] r_in,
    output signed [15:0] r_out
    );
     wire signed [15:0] a,b,c,d;
     assign a = r_in + (r_in >>> 2);
     assign b = (a >>> 4)+(r_in >>> 6);
     assign c = b+a; 
     assign d = (c >>> 5)+(r_in);
     assign r_out = d >>>1;     
endmodule
module sinh_23(
    input signed [15:0] rin,
    input S,
    output signed [15:0] rout
    );
     wire signed [15:0] a,b,c,d,e;
     assign a = (rin >>> 4)+ rin;
     assign b = rin + (rin >>> 9);
     assign c = b + (a >>> 7);
     assign d = c >>> 2;
     assign e = b >>> 3;
     assign rout = S? d:e;
endmodule
module sinh_45(
    input signed [15:0] rin,
    input s,
    output signed [15:0] rout    
    );
    wire signed [15:0] a,b,c;
    assign a = rin >>> 4;
    assign b = rin >>> 5;
    assign c = s? a:b;
    assign rout = c;
endmodule
module stage_1(
    input signed [15:0] x_in,
    input signed [15:0] y_in,
    input signed [15:0] ang_in,
    input clk,
    input reset,
    output reg signed [15:0] x_out,
    output reg signed [15:0] y_out,
    output reg signed [15:0] ang_out
    );
    wire signed [15:0] p,q,u,v,abs_theta;
    assign abs_theta = ang_in[15] ? (~ang_in + 1'b1) : ang_in;
    reg signed [15:0] r,s,w,x,z,k; 
    sin_h S1(.r_in(y_in), .r_out(q));
    sin_h S2(.r_in(x_in), .r_out(u));
    cos_h C1(.r(x_in), .r_o(p));
    cos_h C2(.r(y_in), .r_o(v));
    always @(posedge clk, posedge reset)
    begin
    if(reset)
      begin
      x_out <= 16'b0000000000000000;
      y_out <= 16'b0000000000000000;
      ang_out <= 16'b0000000000000000;
      end
    else
    begin
      if (abs_theta <= 16'b0001000000000000)
         begin
         x_out <= x_in;
         y_out <= y_in;
         ang_out <= ang_in;
         end
      else 
         begin
         case(ang_in[15])
         1'b0: begin 
              x_out <= p+q; 
              y_out <= u+v; 
              ang_out <= ang_in - 16'b0010000000000000; 
              end
         1'b1: begin 
              x_out <= p-q; 
              y_out <= v-u; 
              ang_out <= ang_in + 16'b0010000000000000; 
              end
          endcase
         end
  end
end
endmodule
module stage_23(
    input signed [15:0] x_pr,
    input signed [15:0] y_pr,
    input signed [15:0] ang_pr,
    input clk,
    input reset,
    output reg signed [15:0] sx2_op,
    output reg signed [15:0] sy2_op,
    output reg signed [15:0] sa2_op
    );
  wire signed [15:0] abs_theta,o1,o2,o3,o4,w1,w2,w3,w4;
  assign abs_theta = ang_pr[15] ? (~ang_pr + 1'b1) : ang_pr;
  wire sel23;
  assign sel23 = (abs_theta > 16'b0000110000000000)?1'b1:1'b0;
  sinh_23 S1(.rin(x_pr),.S(sel23),.rout(o1));
  sinh_23 S2(.rin(y_pr),.S(sel23),.rout(o2));
  cosh_23 C1(.ri(x_pr),.sel(sel23),.ro(o3));
  cosh_23 C2(.ri(y_pr),.sel(sel23),.ro(o4)); 
always @(posedge clk, posedge reset)
begin
  if(reset)
      begin
      sx2_op <= 16'b0000000000000000;
      sy2_op<= 16'b0000000000000000;
      sa2_op <= 16'b0000000000000000;
      end
  else 
     begin
     if (abs_theta > 16'b0000110000000000 | abs_theta <= 16'b0000010000000000)
      begin
      sx2_op <= x_pr;
      sy2_op <= y_pr;
      sa2_op <= ang_pr;
      end
  else
      begin
         if(ang_pr[15])
          begin
          sx2_op <= o3 - o2;
          sy2_op <= o4 - o1;
          sa2_op <= sel23? (ang_pr + 16'b0001000000000000) : (ang_pr + 16'b0000100000000000);
          end
         else
          begin
          sx2_op <= o3 + o2;
          sy2_op <= o4 + o1;
          sa2_op <= sel23? (ang_pr - 16'b0001000000000000) : (ang_pr - 16'b0000100000000000);
          end
      end 
    end
end
endmodule  
module stage_45(
    input signed [15:0] sx2_op,
    input signed [15:0] sy2_op,
    input signed [15:0] sa2_op,
    input clk,
    input reset,
    output reg signed [15:0] x_nxt,
    output reg signed [15:0] y_nxt,
    output reg signed [15:0] ang_nxt
    );
    wire signed [15:0] o5,o6,o7,o8,w5,w6,w7,w8,abs_theta2;
    wire sel45;
    assign abs_theta2 = sa2_op[15] ? (~sa2_op + 1'b1) : sa2_op;
    assign sel45 = (abs_theta2 > 16'b0000001100000000)? 1'b1:1'b0;
sinh_45 S3(.rin(sx2_op),.s(sel45),.rout(o5));
sinh_45 S4(.rin(sy2_op),.s(sel45),.rout(o6));
cosh_45 C3(.rin(sx2_op),.s(sel45),.rout(o7));
cosh_45 C4(.rin(sy2_op),.s(sel45),.rout(o8));
always @(posedge clk, posedge reset)
begin
   if(reset)
      begin
      x_nxt <= 16'b0000000000000000;
      y_nxt <= 16'b0000000000000000;
      ang_nxt <= 16'b0000000000000000;
      end
   else
      begin
         if(abs_theta2 <= 16'b0000000100000000)
             begin
             x_nxt <= sx2_op;
             y_nxt <= sy2_op;
             ang_nxt <= sa2_op;
             end 
         else
             begin
             if(sa2_op[15])
                begin
                x_nxt <= o7 - o5;
                y_nxt <= o8 - o6;
                ang_nxt <= sel45? (sa2_op + 16'b0000010000000000) : (sa2_op + 16'b0000001000000000);
                end
             else
                begin
                x_nxt <= o7 + o5;
                y_nxt <= o8 + o6;
                ang_nxt <= sel45? (sa2_op - 16'b0000010000000000) : (sa2_op - 16'b0000001000000000);
                end
             end
      end
end
endmodule
</file>
==> run_results.csv <==
group,metric,value,unit
floorplanning,num_io_pins,82,
clock_network,cts.path.max_buffers,2,
setup_path,cpMostUsedCell,"o21ai_0",
timing,skew,0.01615,ns
clock_network,clock_latency,0.50,ns
layout,fin_util,33.63,%
yosys,yosysTopAreaCellShare,18.24,%
floorplanning,rows,120,
setup_path,cp_max_fo,5,
floorplanning,core,106900,sq um
yosys,most_common_cell,"ha_1",
timing,period_used_share,93.81,%
setup_path,slowest_stage,"clkdlybuf4s50_1",
clock_network,cts_buffers,17,
grt,grt_pass1_vias,27090,
setup_path,critPathKind,"input port to flop",
clock_network,h-tree-depth,4,
yosys,common_cells,"471 x ha_1, 393 x nand2_1, 377 x inv_1, 315 x nor2_1, 294 x o21ai_0",
timing,rsz0062_at_grt,"no",
timing,drv_slew,0,
clock_network,root_buffer,"clkbuf_16",
grt,grt_overflow,0,
detailed_routing,post-route-drc-count,0,
detailed_routing,avgRoutedWirePerCell,14.87,microns
detailed_routing,drt-initial-drc-count,1501,
job,maxCapViolCount,0,
yosys,yosysUniqueCellTypes,101,
yosys,edf_count,0,
grt,grt_usage,15.89,%
yosys,avgSynthCellArea,7.790,sq um
yosys,synth_stat.cells,4147,
grt,grt_start_max_net_pins,85,
yosys,ys.flop_type,"dfrtp_1",
layout,area_growth,11.30,%
yosys,top_area_cell,"ha_1",
detailed_routing,vias,28920,
grt,antenna_found_initial,1,
floorplanning,die_y,330.2,microns
timing,worstMarginPinSlew,0.7218,ns
setup_path,critPathArrivalTime,10.70,ns
setup_path,crit_required,11.39,ns
floorplanning,die_w,330.2,microns
timing,slew_headroom,50.64,%
timing,fmax,96.91,MHz
setup_path,critPathLaunchType,"input port",
placed_design,io_buffers,81,
clock_network,cts_tree,"built",
yosys,numSynthFlops,176,
yosys,synth_async_sr_flop_share,100.0,%
worst_hold_path,holdCritPathClass,"flop to flop",
yosys,synth_area,32300,sq um
timing,hold_violations,0,
detailed_routing,wl,84070,microns
yosys,ys_chip_area,32300,sq um
setup_path,cpPeakStageDelay,0.48,ns
detailed_routing,drtPass1Iterations,5,
layout,layout-drive-gt1-share,5.269,%
timing,timing.setup.tns,0,ns
floorplanning,initCoreUtil,30.22,%
floorplanning,dieArea,109000,sq um
timing,setup_violations,0,
layout,logic_area,26180,sq um
placed_design,routabilityCongestion,0.9220,
grt,grt_pass1_wl,138700,microns
timing,min_period,10.32,ns
yosys,yosysWarnings,4,
clock_network,hold_buffers,0,
layout,n_fill_cell,11160,
layout,seq_area,4405,sq um
clock_network,numClockSinks,176,
placed_design,dp_hpwl,69610,microns
setup_path,worst_setup_path_end_kind,"flop",
clock_network,clk_pin_slew,0.08,ns
yosys,synth_seq_share,13.63,%
detailed_routing,ant_nets,0,
detailed_routing,via_per_inst,5.114,
yosys,area_leaders,"ha_1 18%, dfrtp_1 14%, fa_1 7.0%",
job,tool_warnings,40,
yosys,synthCells,4147,
detailed_routing,num_antenna_cells,0,
run_status,status,"finished clean",
==> worst max-delay path: cells and delay by family <==
kind	cells	cell delay, ns
fa+ha+maj	6	1.92
simple gates	8	1.62
xor+xnor	3	0.57
buf+inv	4	0.81
compound gates	17	3.15
mux	2	0.40
==> per-stage QoR <==
step / cell area (sq um) / std cells / setup slack [ns] / hold WS, ns
floorplan: 32300 / 4147 / 0.6571 / 0.3847
CTS: 35870 / 5653 / 0.5100 / 0.4377
detailed placement: 35230 / 5621 / -0.02136 / 0.4254
finish: 35950 / 5654 / 0.6814 / 0.4343
global route: 35950 / 5654 / 0.001354 / 0.4682
global placement: 35230 / 5621 / 0.06392 / 0.4214
==> cell type report <==
| type | count | area share (%) |
|---|---|---|
| inverter | 378 | 3.967 |
| timing repair buffer | 179 | 4.301 |
| tap | 1403 | 4.882 |
| clock buffer | 17 | 1.183 |
| clock inverter | 15 | 0.6090 |
| sequential | 176 | 12.25 |
| multi-input combinational | 3486 | 72.80 |
==> cell usage in the layout (no fill, tap or decap), types with 38 or more instances in the layout <==
cell type and n:
nor2b_1 49, fa_1 113, nor2_1 315, a21oi_1 263, clkdlybuf4s50_1 81, o21a_1 52
xor2_1 140, nand3_1 69, nand2b_1 60, dfrtp_1 175, o211ai_1 38, inv_1 376
nand2_1 392, a31oi_1 42, o31ai_1 38, xnor2_1 255, a21o_1 99, o21bai_1 43
or3_1 65, and2_1 39, a21boi_0 40, buf_4 98, ha_1 471, o21ai_0 288
nor3_1 123
==> layer usage <==
layer	vias to the layer above	part of all wire, %	global-route usage [%]
li1	14990	-	-
met4	0	2.0	2.444
met2	468	46	26.05
met3	82	4.1	2.030
met5	-	0	0
met1	13380	48	22.92
==> registers in the layout, summed over array words and instances (netlist names) <==
register and count:
S3.y_nxt 16, S3.ang_nxt 16, S4.yf 16, S2.sx2_op 16, S2.sy2_op 16, S1.y_out 16, S2.sa2_op 16, S3.x_nxt 16
S4.xf 16, S1.x_out 16, S1.ang_out 16
==> logic make-up (layout without fill, tap and decap cells) <==
family	after synthesis	in the layout	synth area share, %
xor gates and xnor gates	402	402	11.03
muxes	43	43	1.390
and+or+nand+nor	1305	1305	19.63
buffers and inverters	485	589	5.705
AOI/OAI and AO/OA	1151	1151	23.34
DFF	176	176	13.63
adders and majority gates	585	585	25.28
==> repair_timing <==
action,CTS,global route
setup buffers,0,1
setup endpoints to repair,0,4
gates resized,0,20
endpoints found under the hold margin,0,0
==> final timing paths <==
kind	startpoint	to	slack, ns	cells past startpoint
setup / recovery	xin[0]	S1.y_out[15]	0.68	40
hold / removal	S2.sa2_op[7]	S3.ang_nxt[7]	0.43	0
setup reg to reg	S1.y_out[9]	S2.sx2_op[15]	3.12	30
hold reg to reg	S2.sa2_op[7]	S3.ang_nxt[7]	0.43	0
max in group asynchronous	reset	S1.x_out[4]	7.81	3
min in group asynchronous	reset	S2.sa2_op[1]	2.15	2
